==> /design/flow/design.v <==
module mux_four_input(
  input wire [31:0] in_a,
  input wire [31:0] in_b,
  input wire [31:0] in_c,
  input wire [31:0] in_d,
  input wire [1:0] sel,
  output wire [31:0] out
);
assign out = sel[1] ? (sel[0] ? in_d : in_c) : (sel[0] ? in_b : in_a);
endmodule
==> /design/flow/run.sh <==
#!/bin/bash
# OpenROAD 26Q1-2900-gdf79404cd8, Yosys 0.63+post, stock flow scripts
make -C /OpenROAD-flow-scripts/flow DESIGN_CONFIG=/design/flow/config.mk WORK_HOME=/design/flow/orfs finish
==> /design/flow/config.mk <==
export PLATFORM = sky130hd
export DESIGN_NAME = mux_four_input
export DESIGN_NICKNAME = mux_four_input
export VERILOG_FILES = /design/flow/design.v
export SDC_FILE = /design/flow/constraint.sdc
export NUM_CORES = 4
export LEC_CHECK = 1
export CORE_AREA = 10 10 95 95
export DIE_AREA = 0 0 105 105
==> /design/flow/constraint.sdc <==
current_design mux_four_input

set clk_period 1.5
set clk_io_pct 0.2

create_clock -name clk0 -period $clk_period

set non_clock_inputs [all_inputs -no_clocks]
set_input_delay [expr $clk_period * $clk_io_pct] -clock clk0 $non_clock_inputs
set_output_delay [expr $clk_period * $clk_io_pct] -clock clk0 [all_outputs]
==> flow_summary.toml <==
# yosys + openroad results
[grt]
grt_pass1_wl_um = 9760
grt.total_usage_pct = 11.7
grt_overflow = 0
grt_max_degree = 17
grt_pass1_vias = 1514
grt_antenna_before_repair = 1

[layout]
drive_gt1_share_pct = 37.9
final.clkbuf_count = 0
stdcell_count = 303
area_growth_syn_to_layout_pct = 193
flop_area_um2 = 0
fin_area_um2 = 2390
ff_count = 0

[worst_setup_path]
cp-end-kind = "primary output"
crit_path_start_kind = "input pin"
path_max_fanout = 5
cp.arrival_ps = 1260
path_class = "in -> out"
critical_path_required_ps = 1200

[pwr]
comb_power_share_pct = 100.0
power.leakage_nw = 1.13
pwr-share-seq_pct = 0
vdd_ir_drop_max_mv = 0.0850
switching_share_pct = 27.6
intPower_uw = 425
cellPowerDensity_nw_per_um2 = 246
p_clk_share_pct = 0
power_switching_uw = 162

[yosys]
ys_sh_simple_pct = 0
yosysWarningCount = 0
synthAdderAreaFrac_pct = 0
top_logic_kind = "multiplexers"
ys_types = 5
mux_share_pct = 89.4
aoi_share_pct = 0
syn_area_um2 = 815
synthesis.instances = 39
post_synth.cell_area_avg_um2 = 20.9
xor_area_share_pct = 0
ys_seq_share_pct = 0
ys_area_um2 = 815
ys_cells = 39

[worst_hold_path]
min_from = "in_b[27]"
min_to = "out[27]"
hold_depth = 3
hold_class = "in -> out"

[floorplanning]
core_um2 = 6910
ios = 162
dieArea_um2 = 11000
fp_util_pct = 11.8
rows = 30
die_x_um = 105
die-height_um = 105

[detailed_routing]
routedWlPerCell_um = 22.6
vias = 1227
viasPerCell = 4.05
post-route-drc-count = 0
ant_nets = 0
dr.pass1.iters = 4
drt_iter0_markers = 8
wl_um = 6850

[placed_design]
dp.cells = 293
post-place-ws_ps = -648
routabilityCongestion = 0.863
portBuffers = 162
placed_area_um2 = 2520

[job]
cap_violations = 0
tool_warnings = 34

[run_status]
violations = "setup timing"
status = "complete, but fails checks"

[timing]
fin_ws_ps = -64.4
worstMarginPinSlew_ps = 162
min_period_over_period_pct = 104
slew_viol_final = 0
setup-violations-final = 19
fin_crit_ps = 1560
fin_setup_tns_ps = -785
max_freq_mhz = 639
relSlewSlack_pct = 89.3
rsz0062_at_grt = "yes"
hold_viol_final = 0

[clock_network]
holdBufCountCts = 0
==> worst max path at each step <==
| stage | start | to | slack, ps | depth (start not counted) |
|---|---|---|---|---|
| 6_report | sel[0] | out[8] | -60 | 5 |
| 5_1_grt | sel[0] | out[29] | -90 | 5 |
| 4_1_cts | sel[0] | out[29] | -80 | 5 |
==> final cells by class <==
cell class | count | area (um2)
multi-input combinational | 32 | 721
timing repair buffer | 174 | 1540
tap | 96 | 120
antenna | 1 | 2.50
fill | 777 | 4520
==> cells in the final DEF, fill, tap and decap left out, drive strengths merged <==
cell type / synthesis / layout
mux4: 32 / 32
diode: 0 / 1
dlygate4sd2: 0 / 128
clkbuf: 0 / 1
buf: 7 / 45
==> synthesized netlist by cell type (all sizes together) <==
master,number,area (um2)
buf,7,86.3
mux4,32,728
==> timing repair <==
item / CTS / global route
cloned: 2 / 1
setup endpoints to repair: 32 / 26
setup buffers: 5 / 1
resized: 250 / 1
==> logic make-up (layout without fill, tap and decap cells) <==
logic type,count (synthesis),in the layout
multiplexers,32,32
buffers and inverters,7,174
other,0,1
==> metal layers <==
metal  vias to the layer above  share of wire, %  track usage, %
li1                        543                 -               -
met1                       590                38            13.5
met2                        94                51            21.1
met3                         0                10            4.66
met4                         0                 0               0
met5                         -                 0               0
==> power by group through the flow <==
stage	Sequential (mW)	Clock, mW	Combinational [mW]
CTS	0	0	0.588
global route	0	0.0000000891	0.636
finish	0	0.0000000891	0.587
==> critical path: stages <==
cell and delay [ps]:
buf_12 90, buf_12 110, clkbuf_16 140, mux4_2 490, buf_2 130
==> per-stage QoR <==
stage / power (mW) / hold slack, ps / util [%]
floorplan: 0.189 / 686 / -
global placement: 0.741 / 1530 / 36.6
detailed placement: 0.743 / 1540 / 36.6
CTS: 0.588 / 1090 / 33.8
global route: 0.636 / 1100 / 34.6
finish: 0.587 / 1090 / 34.6
Power is estimated from default activity; no workload was simulated.
