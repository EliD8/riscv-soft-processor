===== design/flow/design.v =====
module alu(
    input wire [31:0] in_a,
    input wire [31:0] in_b,
    input wire [2:0] funct3,
    input wire [6:0] funct7,
    input wire [6:0] opcode,
    output reg [31:0] out
);
always@(*) begin
    case (funct3)
        3'b000 : begin   
            if(funct7 == 0)
                out = in_a + in_b;      
            else
                out = in_a - in_b;      
        end
        3'b001 : begin
            if(opcode == 7'b1100011 || opcode == 7'b0000011 || opcode == 7'b0100011) begin
                out = in_a + in_b;
            end else begin
            out = in_a << in_b[4:0];    
            end
        end
        3'b010 : begin
            if(opcode == 7'b0000011 || opcode == 7'b0100011)
                out = in_a + in_b;
            else
                if($signed(in_a) < $signed(in_b))
                    out = 32'h00000001;
                else
                    out = 32'h0;
        end
        3'b011 : begin
            if(in_a < in_b)
                out = 32'h00000001;
            else
                out = 0;
        end    
        3'b100 : 
            if(opcode == 7'b1100011 || opcode == 7'b0000011)  
                out = in_a + in_b;
            else
                out = in_a ^ in_b;     
        3'b101 : begin   
            if(opcode == 7'b1100011 || opcode == 7'b0000011)
                out = in_a + in_b;
            else if(funct7 == 7'b0)
                out = in_a >> in_b[4:0];     
            else
                out = $signed(in_a) >>> in_b[4:0];     
        end
        3'b110 : 
            if(opcode == 7'b1100011)  
                out = in_a + in_b;
            else
                out = in_a | in_b;     
        3'b111 :
            if(opcode == 7'b1100011)  
                out = in_a + in_b;
            else
                out = in_a & in_b;     
    endcase
end
endmodule

===== design/flow/config.mk =====
export PLATFORM = sky130hd
export DESIGN_NAME = alu
export DESIGN_NICKNAME = alu
export VERILOG_FILES = /design/flow/design.v
export SDC_FILE = /design/flow/constraint.sdc
export NUM_CORES = 4
export LEC_CHECK = 1
export CORE_UTILIZATION = 40

===== design/flow/run.sh =====
#!/bin/bash
# OpenROAD 26Q1-2900-gdf79404cd8, Yosys 0.63+post, stock flow scripts
make -C /OpenROAD-flow-scripts/flow DESIGN_CONFIG=/design/flow/config.mk WORK_HOME=/design/flow/orfs finish

===== design/flow/constraint.sdc =====
current_design alu

set clk_period 16.8
set clk_io_pct 0.2

create_clock -name clk0 -period $clk_period

set non_clock_inputs [all_inputs -no_clocks]
set_input_delay [expr $clk_period * $clk_io_pct] -clock clk0 $non_clock_inputs
set_output_delay [expr $clk_period * $clk_io_pct] -clock clk0 [all_outputs]

==> run summary <==
Flow results are below.

- The capture point of the critical path is out[29], for reference.
- The path type of the worst min-delay path is primary input to output pin, for reference.
- The complex-gate fraction of the synthesized area is 37.10%, for reference.
- There are 0 flip-flops and latches.
- The first global-routing pass estimated 75,090 um of wire.
- From the final report, the count of setup violators was given as 0.
- The worst setup path startpoint is in_b[1], for reference.
- Global routing finished with a remaining overflow of 0.
- STA classifies the critical path startpoint as a primary input.
- The setup total negative slack is 0 ns, for reference.
- The pre-antenna-repair detailed-routing pass consisted of 5 iterations.
- The layout overhead on the synthesized area is 11.90%, for reference.
- The endpoint kind of the worst setup timing path is an output pin, for reference.
- The total via count in the routed design is roughly 12k, for reference.
- The floorplan step set the die width to around 160 um.
- The worst-path maximum fanout is approximately 56, for reference.
- The final antenna diode count is 0, for reference.
- After detailed routing, the number of remaining DRC violations is 0.
- In this run the standard cell core region covers around 24,000 sq um.
- The chip footprint is roughly 26,000 sq um, for reference.
- Final hold analysis gives a worst-case slack of between 7 and 8 ns.
- Multiplexer cells account for 17.42% of the synthesized area.
- The average detailed-routed wire length per instance is around 28 um, for reference.
- Using the TritonRoute via totals, the vias-per-cell ratio works out to between 6 and 7.
- The transition time at the pin with the least slew margin is approximately 0.93 ns, for reference.
- The sequential share of power is 0%, for reference.
- The adder-cell area share of the yosys netlist is 12.60%, for reference.
- The worst path uses between 60% and 70% of the clock period.
- The number of buffer cells added on primary ports is about 110, for reference.
- The initial antenna violation count is 0, for reference.
- The cell count in the Yosys report is 1,471, for reference.
- The share of synthesized area occupied by flip-flops and latches is 0%, for reference.
- The reported max-cap violation count is 0, for reference.
- The count of warning messages emitted by the tools is roughly 97, for reference.
- The starting density of the core is a little over 40%, for reference.
- The cell area that synthesis handed to floorplanning was 9953 sq um.
- The net switching fraction of the power is roughly three fifths, for reference.
- Setup repair after global routing left no endpoint under its margin.
- The share of synthesized cell area in and, or, nand and nor gates is between 20% and 30%, for reference.
- Cells fill a little under half of the core in the end.
- According to the timing report, the arrival time at the worst endpoint equals a little over 8 ns.
- For this design the top-level I/O count stands at 113.
- The critical path class is primary input to output pin, for reference.
- The internal power of the cells is ~160 uW, for reference.
- The count of mapped cells out of synthesis is around 1.5k, for reference.
- Per the synthesis report, the XOR/XNOR share of the synthesized area is 2.992%.
- Subtracting the final worst setup slack from the clock period gives ~11 ns.
- The count of hold buffers inserted by post-cts repair is 0, for reference.
- The flow ran to the end, and the final reports show no timing, DRC or antenna violations.
- The main combinational cell family by area after synthesis is AND-OR/OR-AND gates, for reference.
- In the final report, the number of hold violations comes to 0.
- The relative slew slack is between 30% and 40%, for reference.
- Summing all non-filler instances in the final layout gives an area of 11,140 sq um.
- The clock network accounts for 0% of the total power.
- The via count of the first global-routing pass is between 10k and 15k, for reference.
- The area of the synthesized netlist per yosys stat is between 9000 and 10,000 sq um, for reference.
- Detailed-route iteration 0 reported a violation count of between 1.5k and 2k.
- Detailed placement finished with a half-perimeter wire length of ~40,000 um.
- Looking at the VDD voltage map, the peak drop is 19.72 uV.
- Routability-driven placement finished with a final weighted congestion of just over 1.
- According to the floorplan report, the die height is ~160 um.
- Summed over all cells, the static leakage comes to between 0.004 and 0.005 uW.
- The area taken by sequential standard cells is reported as 0 sq um.
- The antenna violation net count after detailed routing is 0, for reference.
- For this design the ratio of total power to cell area is 38.03 nW/um^2.
- The total setup buffers inserted after CTS is 0, for reference.
- The required time of the worst setup path is ~13 ns, for reference.
- The worst hold path was traced through 4 stages.
- In this run, the combinational gates consume 100.0% of the power.
- The overall global routing resource usage is between 40% and 50%, for reference.
- The unique cell type count in the Yosys netlist is between 90 and 100, for reference.
- The flow reports an fmax of 0.08752 GHz.
- The placement stage leaves a total instance area of 11,140 sq um.
- The largest net degree at the start of global routing is 67, for reference.
- The switching power is roughly 260 uW, for reference.
- The warning tally printed by Yosys for this design is 1.
- The floorplan has 57 rows.
- In the final report, the number of pins over their slew limit comes to 0.
- For this block, the routed nets add up to slightly above 50,000 um of wire.
- A synthesized cell averages between 6 and 7 sq um.
- Gates resized during post-CTS repair numbered 0.
- Per the final layout report, the fraction of cells sized above drive strength 1 comes to 8.908%.
- The number of clock buffer instances in the layout is 0, for reference.
## per-layer routing
metal	track usage, %	share of wire (%)	routed length, um	vias up
li1	-	-	-	5535
met1	56.36	41	21150	5789
met2	63.28	45	23130	794
met3	6.803	9.2	4704	110
met4	13.24	3.9	2014	0
met5	0	0	0	-
## worst max-delay path: stages
cell and delay [ns]:
buf_2 0.24, buf_4 0.59, clkinv_1 0.15, buf_4 0.31, ha_1 0.38, a21o_1 0.19
and4_1 0.22, o2111ai_1 0.44, o21ai_2 0.21, a211oi_2 0.50, o21ai_1 0.25, a31oi_1 0.34
o221ai_1 0.17, o221ai_1 0.21, clkdlybuf4s50_1 0.49
## cells in the mapped netlist (10+ instances only)
cell type | instances | area share [%]
xnor2_1 | 25 | 2.2
clkbuf_1 | 65 | 2.5
o21ai_0 | 82 | 4.1
a21oi_1 | 149 | 7.5
nor3_1 | 32 | 1.6
mux4_2 | 45 | 10
o211ai_1 | 25 | 1.9
buf_2 | 31 | 1.6
inv_1 | 81 | 3.1
o21ai_1 | 29 | 1.5
nor2_1 | 208 | 7.8
a21o_1 | 15 | 1.1
nand2b_1 | 12 | 0.75
a22oi_1 | 11 | 0.83
o221ai_1 | 18 | 1.6
a221oi_1 | 14 | 1.2
ha_1 | 97 | 12
buf_1 | 14 | 0.53
nand3_1 | 23 | 1.2
a31oi_1 | 22 | 1.4
nand2_1 | 120 | 4.5
a211oi_1 | 29 | 2.2
nor2b_1 | 10 | 0.63
mux2i_1 | 57 | 5.7
o22ai_1 | 18 | 1.1
o21bai_1 | 17 | 1.3
## through the flow
step,std cells,total power (uW),worst slack (ns)
2_1_floorplan,1471,256.1,6.792
5_1_grt,1817,451.0,5.099
6_report,1817,423.6,5.374
4_1_cts,1817,413.3,5.429
3_5_place_dp,1817,410.6,5.437
3_3_place_gp,1817,414.3,5.508
## power groups by stage
stage                 Combinational [uW]  Clock (uW)  Sequential, uW
final                                424           0               0
after CTS                            413           0               0
after global routing                 451           0               0
## placed cells by master (no fill, tap or decap), types with 15 or more instances in the layout
master,count
nand3_1,23
nand2_1,120
ha_1,97
mux2i_1,57
o21ai_0,82
xnor2_1,25
clkdlybuf4s50_1,107
buf_4,31
o21ai_1,29
a21o_1,15
inv_1,80
a31oi_1,22
o211ai_1,25
nor2_1,207
mux4_2,45
o221ai_1,18
o22ai_1,18
a21oi_1,149
nor3_1,31
a211oi_1,29
o21bai_1,17
## worst min path at each step
stage,endpoint,start,slack (ns)
4_1_cts,out[1],in_b[1],7.75
5_1_grt,out[1],in_b[1],7.81
6_report,out[14],funct3[0],7.77
## cells by family after synthesis
| family | Yosys count |
|---|---|
| AND-OR/OR-AND | 545 |
| XOR/XNOR | 34 |
| adder cells (fa/ha/maj) | 99 |
| buffers and inverters | 210 |
| multiplexers | 115 |
| AND/OR/NAND/NOR | 468 |
## area by class of cell
| class | count | area, sq um |
|---|---|---|
| tap | 324 | 405.4 |
| multi-input combinational | 1261 | 9071 |
| timing repair buffer | 142 | 1324 |
| fill | 2596 | 13250 |
| inverter | 90 | 337.8 |
Power is estimated from default activity; no workload was simulated.
