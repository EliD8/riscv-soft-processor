==> design.v <==
module inst_decoder(
  input wire [31:0] inst,
  output reg [6:0] opcode,
  output reg [11:7] rd, 
  output reg [14:12] funct3,
  output reg [19:15] rs1,
  output reg [24:20] rs2,
  output reg [24:20] shamt,
  output reg [31:25] funct7,
  output reg [31:0] imm
);
always@(*) begin
    opcode = inst[6:0];
    imm = 32'h00000000;
    if(inst[6:0] == 7'b0110011) begin
        rd = inst[11:7];
        funct3 = inst[14:12];
        rs1 = inst[19:15];
        rs2 = inst[24:20];
        funct7 = inst[31:25];
        imm = 32'h00000000;
        shamt = 5'b00000;
    end
    else if(inst[6:0] == 7'b0010011) begin
        rd = inst[11:7];
        funct3 = inst[14:12];
        rs1 = inst [19:15];
        if(inst[14:12] == 3'b001 || inst[14:12] == 3'b101) begin
            shamt = inst[24:20];
            imm = {27'h0, inst[24:20]};
            funct7 = inst[31:25];
        end
        else begin
            imm = {{20{inst[31]}}, inst[31:20]};
            shamt = 5'b00000;
            funct7 = 7'b0000000;
        end
        rs2 = 5'b00000;
    end
    else if(inst[6:0] == 7'b0000011) begin
        rd = inst[11:7];
        funct3 = inst[14:12];
        rs1 = inst[19:15];
        imm = {{21{inst[31]}}, inst[30:20]};
        shamt = 5'b00000;
        rs2 = 5'b00000;
        funct7 = 7'b0000000;
    end
    else if(inst[6:0] == 7'b0100011) begin
        funct3 = inst[14:12];
        rs1 = inst[19:15];
        rs2 = inst[24:20];
        imm = {{21{inst[31]}}, inst[30:25], inst[11:7]};
        rd = 5'b00000;
        shamt = 5'b00000;
        funct7 = 7'b0000000;
    end
    else if(inst[6:0] == 7'b1100011) begin
        funct3 = inst[14:12];
        rs1 = inst[19:15];
        rs2 = inst[24:20];
        imm = {{20{inst[31]}}, inst[7], inst[30:25], inst[11:8], 1'b0};
        rd = 5'b00000;
        shamt = 5'b00000;
        funct7 = 7'b0000000;
    end
    else if(inst[6:0] == 7'b0110111 || inst[6:0] == 7'b0010111) begin
        rd = inst[11:7];
        imm = {inst[31:12], 12'b000000000000};
        funct3 = 3'b000;
        rs1 = 5'b00000;
        rs2 = 5'b00000;
        shamt = 5'b00000;
        funct7 = 7'b0000000;
    end
    else if(inst[6:0] == 7'b1101111) begin
        rd = inst[11:7];
        imm[31:21] = {11{inst[31]}};
        imm[20] = inst[31];
        imm[19:12] = inst[19:12];
        imm[11] = inst[20];
        imm[10:1] = inst[30:21];
        imm[0] = 1'b0;
        funct3 = 3'b000;
        rs1 = 5'b00000;
        rs2 = 5'b00000;
        shamt = 5'b00000;
        funct7 = 7'b0000000;
    end 
    else if (inst[6:0] == 7'b1100111) begin
        rd = inst[11:7];
        rs1 = inst[19:15];
        imm = {{21{inst[31]}}, inst[30:20]};
        funct3 = 3'b000;
        rs2 = 5'b00000;
        shamt = 5'b00000;
        funct7 = 7'b0000000;
    end
    else if(inst[6:0] == 7'b1110011) begin
        rd = 5'b00000;
        imm = 32'h00000000;
        funct3 = 3'b000;
        rs1 = 5'b00000;
        rs2 = 5'b00000;
        shamt = 5'b00000;
        funct7 = 7'b0000000;
    end
    else begin
        rd = 0;
        funct3 = 0;
        rs1 = 0;
        rs2 = 0;
        shamt = 0;
        funct7 = 0;
        imm = 0;
    end
end
endmodule
==> run.sh <==
#!/bin/bash
# OpenROAD 26Q1-2900-gdf79404cd8, Yosys 0.63+post, stock flow scripts
make -C /OpenROAD-flow-scripts/flow DESIGN_CONFIG=/design/flow/config.mk WORK_HOME=/design/flow/orfs finish
==> config.mk <==
export PLATFORM = sky130hd
export DESIGN_NAME = inst_decoder
export DESIGN_NICKNAME = inst_decoder
export VERILOG_FILES = /design/flow/design.v
export SDC_FILE = /design/flow/constraint.sdc
export NUM_CORES = 4
export LEC_CHECK = 1
export CORE_AREA = 10 10 79 79
export DIE_AREA = 0 0 89 89
==> constraint.sdc <==
current_design inst_decoder

set clk_period 3.6
set clk_io_pct 0.2

create_clock -name clk0 -period $clk_period

set non_clock_inputs [all_inputs -no_clocks]
set_input_delay [expr $clk_period * $clk_io_pct] -clock clk0 $non_clock_inputs
set_output_delay [expr $clk_period * $clk_io_pct] -clock clk0 [all_outputs]
==> metrics.yaml <==
outcome: "finished, final reports clean"
synthMostInstantiatedCell: "and2_1"
final_hold_viol_count: 0
ys.warnings.count: 1
area_delta_synth_final_pct: 107.0
chipHeight_um: 89
placement_rows: 25
synthCells: 160
antenna-diode-count: 0
nFillCells: 476
syn-mean-instance-area_sq_um: 6.452
critical_path.endpoint_type: "output port"
gp_congestion: 0.8432
seq_area_frac_synth_pct: 0
dr_total_vias: 1463
timing_max_transition_violations_final: 0
top_cells_by_area: "and2_1 18%, a21oi_1 12%, mux2i_1 11%, buf_4 6.5%, o21ai_0 5.3%"
critPathTopFamily: "buffers and inverters"
post-dp-hpwl_mm: 4.102
drc: 0
arrival_time_worst_endpoint_ns: 2.75
critPathMaxFanout: 11
worst_path_max_delay_cell: "or4_4"
numSequentialCells: 0
core-area_sq_mm: 0.004661
cts_hold_buf: 0
yosys.cell_types.count: 37
warnings: 32
worstHoldStart: "inst[3]"
ir_drop_mv: 0.02945
register_area_sq_um: 0
maximum_number_of_pins_on_one_net_before_global_route_repair: 13
grt_setup_unrepaired: "no"
finalCriticalPeriod_ns: 3.465
power_density_mw_per_mm2: 58.88
timing.fmax_ghz: 0.2886
port_buffers: 101
timing.slew.headroom_pct: 75.37
logic_area_sq_um: 907.1
io_pins: 101
cpMostUsedCell: "clkdlybuf4s50_1"
worst_hold_path_type: "in2out"
die-width_um: 89
setup_viol_count_final: 0
finalSetupTns_ns: 0
grt_pass1_wl_mm: 7.065
slowest_stage_delay_on_critical_path_ns: 0.51
drt_first_iter_violations: 92
cp.required_ns: 2.88
synth_area_sq_mm: 0.001032
yosys-stat-area_sq_mm: 0.001032
netlist_top_cells_count: "30 x and2_1, 25 x a21oi_1, 12 x nand2_1"
final_core_utilization_pct: 45.85
globalRouteOverflowTotal: 0
cap_viol_max_count: 0
yosys.area.top_type_share_pct: 18.18
floorplan.core_util_pct: 22.15
timing_worst_setup_path_type: "in2out"
timing.critical_path.from_type: "input port"
cell_type_contributing_the_most_total_cell_area_after_synthesis: "and2_1"
num-clock-buffers: 0
wl_per_cell_um: 15.46
die_area_sq_mm: 0.007921
drt.antenna.violating_nets: 0
antenna_violations_before_repair: 0
final_layout_size_suffix_gt1_share_pct: 11.15
wl_mm: 4.854
critical_path.cell_chain: "clkdlybuf4s50_1, mux2_2, or4_4, a21oi_1, clkdlybuf4s50_1"
drt_pass1_iterations: 4
yosys-stat-cells: 160
first_global_vias: 1448
global_router_s_overall_resource_usage_pct: 10.90
via_per_inst: 4.659
layout_worst_path_cycle_share_pct: 96.26
critical_path.n_buffers_inverters: 2
worst_slew_pin_slew_ns: 0.3673
worstSetupStartpoint: "inst[5]"
leakage_uw: 0.0009143
-- path summary, 6_finish.rpt --
| kind | endpoint | slack, ns | cells after the start |
|---|---|---|---|
| max | imm[25] | 0.13 | 5 |
| min | opcode[3] | 2.02 | 2 |
-- stage by stage --
stage / hold slack, ns / instance area [sq um] / std cells / total power, uW / worst slack [ns]
after floorplan: 1.503 / 1032 / 160 / 43.52 / 1.094
after global placement: 2.349 / 2115 / 314 / 126.9 / 0.07052
after detailed placement: 2.359 / 2115 / 314 / 126.5 / 0.05728
after CTS: 2.361 / 2115 / 314 / 127.3 / 0.05732
after global routing: 2.055 / 2137 / 314 / 137.1 / 0.01574
final: 2.018 / 2137 / 314 / 125.8 / 0.1346
-- metal layers --
metal / vias to the layer above / GRT usage [%] / routed length [um]
met3: 0 / 5.693 / 695
met1: 638 / 12.68 / 1963
li1: 766 / - / -
met4: 0 / 0 / 0
met2: 59 / 18.55 / 2196
met5: - / 0 / 0
-- final cells by class --
class                      instances  area share (%)
timing repair buffer             118           54.22
multi-input combinational        141           42.45
tap                               54           3.162
inverter                           1          0.1756
-- power breakdown --
part | switching, uW | total (uW) | internal, uW
logic | 46.9 | 126 | 78.9
registers | 0 | 0 | 0
clock network | 0 | 0 | 0
total | 46.9 | 126 | 78.9
-- placed cells by master, fill, tap and decap left out --
cell             Yosys  routed
clkdlybuf4s50_1      0      96
and2_1              30      30
a21oi_1             25      25
buf_4                9      15
nand2_1             12      12
mux2i_1             11      11
o21ai_0             11      11
nor2_1              10       9
nor2b_1              7       7
nand3_1              7       7
dlymetal6s2s_1       0       5
a211oi_2             2       2
nor3_1               2       2
nor3b_1              2       2
nand2b_1             2       2
a21boi_2             2       2
buf_6                2       2
and4bb_2             1       1
nand3b_4             1       1
nor3_2               1       1
nand4b_4             1       1
mux2_2               1       1
or4_4                1       1
inv_1                1       1
or3_1                1       1
and3b_1              1       1
or2_2                1       1
nor4_1               1       1
a211oi_1             1       1
o31ai_1              1       1
o22ai_1              1       1
o22a_1               1       1
a221oi_1             1       1
o32a_1               1       1
and4_1               1       1
nor2_2               0       1
and3_1               1       1
-- kinds of logic after synthesis --
kind of cell | share of synthesized area (%)
and+or+nand+nor | 49.09
AOI/OAI and AO/OA | 26.79
buffers and inverters | 12.36
muxes | 11.76
-- what timing repair did --
action                     in CTS  in global routing
buffers inserted                0                  0
gates resized                   0                  8
setup endpoints to repair       0                 16
Power figures rest on the tool's default switching activity, not on a simulated workload.
